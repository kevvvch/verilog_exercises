===== config.mk =====
export PLATFORM = sky130hd
export DESIGN_NAME = sequence_detector
export DESIGN_NICKNAME = sequence_detector
export VERILOG_FILES = /design/flow/design.v
export SDC_FILE = /design/flow/constraint.sdc
export NUM_CORES = 4
export LEC_CHECK = 1
export CORE_AREA = 10 10 80 80
export DIE_AREA = 0 0 90 90

===== constraint.sdc =====
current_design sequence_detector

set clk_period 2.3
set clk_io_pct 0.2

create_clock -name clk0 -period $clk_period [get_ports {clk}]

set non_clock_inputs [all_inputs -no_clocks]
set_input_delay [expr $clk_period * $clk_io_pct] -clock clk0 $non_clock_inputs
set_output_delay [expr $clk_period * $clk_io_pct] -clock clk0 [all_outputs]

===== design.v =====
module sequence_detector(clk, dataIn, rst_n, detected);
    input clk, dataIn, rst_n;
    output detected;
    wire clk, dataIn, rst_n;
    reg detected = 0;
  	parameter [14:0] seq = 15'b101001100110011;
    reg [14:0] shiftReg = 0;
    reg state = state_compare;
    parameter state_compare = 0;
    parameter state_detected = 1;
  	always @(posedge clk or negedge rst_n) begin
        if(!rst_n) begin
          	shiftReg <= 0;
            state <= state_compare; 
            detected <= 0; 
        end
        else begin
            case(state)
                state_compare: begin
                    shiftReg <= shiftReg << 1;
                    shiftReg[0] <= dataIn;
                    detected <= 0;
                    if(shiftReg == seq) begin
                        state = state_detected;
                    end
                    else begin
                        state = state_compare;
                    end
                end
                state_detected: begin
                    detected <= 1;
                    state = state_compare;
                end
                default: begin 
                    state <= state_compare; 
                    detected <= 0; 
                end
            endcase
        end
    end
endmodule

===== run.sh =====
#!/bin/bash
# OpenROAD 26Q1-2900-gdf79404cd8, Yosys 0.63+post, stock flow scripts
make -C /OpenROAD-flow-scripts/flow DESIGN_CONFIG=/design/flow/config.mk WORK_HOME=/design/flow/orfs finish

==> flow_metrics.py <==
# Physical implementation metrics
metrics = {
    "status": {
        "status": "completed",
    },
    "cts": {
        "numClockSinks": 17,
        "cts_buffers": 3,
        "cts_setup_buffers": 0,
        "cts_hold_buffers": 0,
        "clock_latency_ns": 0.24,
        "clockRootBuffer": "clkbuf_8",
        "cts_resized": 0,
        "clk_pin_slew_ns": 0.06,
        "cts_tree": "done",
        "cts_max_level": 1,
        "clk_path_buf_depth": 2,
    },
    "drt": {
        "wl_um": 965,
        "drt_iter0_drc": 23,
        "vias": 327,
        "ant_nets": 0,
        "wire_per_inst_um": 8.694,
        "via_per_inst": 2.946,
        "dr.pass1.iters": 4,
        "diodes": 0,
        "drc": 0,
    },
    "yosys": {
        "ys_cells": 39,
        "synth_cells": 39,
        "syn_area_per_cell_um2": 17.04,
        "synth.logic.top_family": "multiplexers",
        "synthAoiAreaFrac_pct": 0,
        "ys_warn_count": 1,
        "yosys.area.top_type": "dfrtp_1",
        "xor_area_share_pct": 0,
        "ys_chip_area_um2": 664.4,
        "area_leaders": "dfrtp_1 (64%), mux2_2 (24%), or4b_4 (2.1%)",
        "synth-adder-area-share_pct": 0,
        "synth.distinct_cells": 10,
        "yosys_register_bits": 17,
        "syn_area_um2": 664.4,
        "simple_gate_area_share_pct": 8.098,
        "ys_sh_mux_pct": 25.42,
        "ys_seq_share_pct": 64.03,
        "synth_top_area_share_pct": 64.03,
    },
    "placement": {
        "place.gp.congestion": 0.7140,
        "dp_slack_ns": 0.7586,
        "dp_cells": 107,
        "hpwlAfterDp_um": 668.3,
        "place_area_um2": 762.0,
        "portBuffers": 3,
    },
    "global_route": {
        "overflow": 0,
        "grt_usage_pct": 2.357,
        "grt_pass1_wl_mm": 1.587,
        "antenna_found_initial": 0,
        "grt_pass1_vias": 331,
        "grt_max_degree": 18,
    },
    "worst_hold_path": {
        "hold_class": "reg2reg",
        "hold_start": "shiftReg[14]$_DFFE_PN0N_",
    },
    "timing": {
        "fin_skew_ns": 0.002456,
        "rsz0062_at_grt": "false",
        "fmax_ghz": 0.6419,
        "worst_slack_ns": 0.7421,
        "fin_setup_tns_ns": 0,
        "fin_crit_sh_pct": 67.74,
        "min_period_ns": 1.558,
        "whs_ns": 0.5067,
        "worst_pin_slew_ns": 0.7277,
        "slew_viol_final": 0,
        "report.final.hold_viol_count": 0,
        "final-setup-viol-count": 0,
        "relSlewSlack_pct": 51.33,
    },
    "critical_path": {
        "criticalPathCategory": "reg2reg",
        "start_kind": "flop",
        "worstPathMaxFanout": 17,
        "setup.worst_path.end_class": "flop",
        "rrSetupSlack_ns": 0.74,
        "cp.arrival_ns": 1.71,
        "r2r_start": "state$_DFF_PN0_",
        "cp-startpoint": "state$_DFF_PN0_",
        "cp.required_ns": 2.45,
    },
    "finish": {
        "num-fill-cells": 512,
        "most-common-layout-cells": "dfrtp_1 (17), mux2_2 (14), clkbuf_8 (3), clkdlybuf4s50_1 (3)",
        "lay_top_count": "dfrtp_1",
        "area_growth_pct": 21.47,
        "multiInputGateArea_um2": 222.7,
        "seq_area_um2": 425.4,
        "drive_above_1_share_pct": 43.18,
        "final_util_pct": 17.09,
        "final_cell_area_um2": 807.0,
        "layout.cells.non_filler": 111,
    },
    "floorplanning": {
        "die_area_mm2": 0.008100,
        "initCoreUtil_pct": 14.07,
        "ios": 4,
        "fp.dieH_um": 90,
        "die_w_um": 90,
        "rows": 25,
        "core_mm2": 0.004723,
    },
    "power_and_ir_drop": {
        "finalPower_mw": 0.5593,
        "p_per_area_mw_per_mm2": 693.1,
        "p_seq_share_pct": 57.6,
        "peakVddDrop_mv": 0.1858,
        "clkPwrFrac_pct": 38.1,
        "p_sw_mw": 0.1095,
        "p_int_mw": 0.4499,
        "swShare_pct": 19.57,
        "pwr-share-comb_pct": 4.3,
        "p_leak_nw": 0.3006,
    },
    "flow_run": {
        "cap_viol_max_count": 0,
        "tool_warnings": 25,
    },
}
routing by layer:
metal	vias to the layer above	track usage [%]	wire length, um
met1	166	3.007	447
met4	0	0.5305	19
met5	-	0	0
met3	2	1.509	70
li1	152	-	-
met2	7	3.269	427
critical path, cell delays in order (launching register included):
cell     delay, ns
dfrtp_1       0.61
or4b_4        0.61
nor4_2        0.25
Yosys cell counts (all sizes together):
library cell and n:
dfrtp 17, mux2 15, buf 2, or4b 2, nand4 1, nor4 1
or4bb 1
flip-flops by register name, indices dropped and copies added, names as in the netlist:
register and count:
shiftReg 15, state 1, detected 1
power groups by stage:
stage	Clock [mW]	Sequential, mW	Combinational (mW)
finish	0.213	0.322	0.0241
global route	0.229	0.324	0.0274
CTS	0.218	0.322	0.0248
final cells by class:
class                      count  share of cell area [%]
clock buffer                   4                   5.581
multi-input combinational     20                   27.60
sequential                    17                   52.71
tap                           67                   10.39
timing repair buffer           3                   3.721
worst paths after layout:
path	depth (start not counted)	to
setup / recovery	2	state$_DFF_PN0_
hold / removal	1	shiftReg[14]$_DFFE_PN0N_
setup reg to reg	2	state$_DFF_PN0_
hold reg to reg	1	shiftReg[14]$_DFFE_PN0N_
max in group asynchronous	1	shiftReg[13]$_DFFE_PN0N_
min in group asynchronous	1	shiftReg[7]$_DFFE_PN0N_
logic make-up after synthesis:
family | count (synthesis)
buf+inv | 2
simple gates | 5
flops | 17
mux | 15
No activity file was given, so power comes from the tool's default toggle rates.
